--- /design/flow/config.mk ---
export PLATFORM = sky130hd
export DESIGN_NAME = alpha_block
export DESIGN_NICKNAME = alpha_block
export VERILOG_FILES = /design/flow/design.v
export SDC_FILE = /design/flow/constraint.sdc
export NUM_CORES = 4
export LEC_CHECK = 1
export CORE_AREA = 10 10 81 81
export DIE_AREA = 0 0 91 91
--- /design/flow/constraint.sdc ---
current_design alpha_block

set clk_period 1.4
set clk_io_pct 0.2

create_clock -name clk0 -period $clk_period [get_ports {clk}]

set non_clock_inputs [all_inputs -no_clocks]
set_input_delay [expr $clk_period * $clk_io_pct] -clock clk0 $non_clock_inputs
set_output_delay [expr $clk_period * $clk_io_pct] -clock clk0 [all_outputs]
--- /design/flow/design.v ---
`timescale 1ns/1ps
module alpha_block (
    input wire clk,
    input wire reset,
    input wire [8:0] hdr_current_value,
    input wire [8:0] threshold_high,
    input wire [8:0] threshold_low,
    input wire [4:0] timeout_mask,
    output wire alpha
);
  logic [8:0] hdr_absolute_value;
  logic alpha_l;
  assign alpha = alpha_l;
  always_comb begin
    if ($signed(hdr_current_value) < 0) begin
        hdr_absolute_value = -hdr_current_value;
    end else begin
        hdr_absolute_value = hdr_current_value;
    end
  end
  logic[4:0] timeout_current_value;
  enum logic [1:0] {
    HSNR_MODE,
    HDR_MODE_ABOVE_TH,
    HDR_MODE_UNDER_TH
  } current_state,next_state;
  always_ff @(posedge clk or negedge reset) begin
    if(!reset) begin
        current_state <= HSNR_MODE;
        timeout_current_value <= 0;
    end else begin
        current_state <= next_state;
        unique case (current_state)
        HSNR_MODE : begin
            timeout_current_value <= 5'b0;
        end
        HDR_MODE_ABOVE_TH: begin
            timeout_current_value <= 5'b0;
        end
        HDR_MODE_UNDER_TH: begin
            timeout_current_value <= timeout_current_value + 1;
        end
        endcase
    end
  end
  logic above_threshold;
  logic below_threshold;
  always_comb begin
    above_threshold = $unsigned(hdr_absolute_value) > $unsigned(threshold_high);
    below_threshold = $unsigned(hdr_absolute_value) < $unsigned(threshold_low);
    unique case (current_state)
        HSNR_MODE : begin
            alpha_l = 1'b0;
            if(above_threshold) begin
                next_state = HDR_MODE_ABOVE_TH;
            end else begin
                next_state = HSNR_MODE;
            end
        end
        HDR_MODE_UNDER_TH : begin
            alpha_l = 1'b1;
            if(above_threshold) begin
                next_state = HDR_MODE_ABOVE_TH;
            end else begin
                if(|(timeout_current_value & timeout_mask)) begin
                    next_state = HSNR_MODE;
                end else begin
                    next_state = HDR_MODE_UNDER_TH;
                end
            end
        end
        HDR_MODE_ABOVE_TH: begin
            alpha_l = 1'b1;
            if(below_threshold) begin
                next_state = HDR_MODE_UNDER_TH;
            end else begin
                next_state = HDR_MODE_ABOVE_TH;
            end
        end
    endcase
  end
endmodule
--- /design/flow/run.sh ---
#!/bin/bash
# OpenROAD 26Q1-2900-gdf79404cd8, Yosys 0.63+post, stock flow scripts
make -C /OpenROAD-flow-scripts/flow DESIGN_CONFIG=/design/flow/config.mk WORK_HOME=/design/flow/orfs finish
==> job_summary.md <==
### Metrics collected by this job

| Metric | Value |
|---|---|
| Post-layout utilization of the core | 38.7% |
| Path length in cells of the critical path | 10 |
| Routability Congestion | 0.808 |
| Number of global-route vias before repair | 1,016 |
| Max VDD drop | 0.388 mV |
| Pwr dens | 797 nW/um^2 |
| Netlist area before placement | 997 sq um |
| P&R area growth vs syn | 87.1% |
| Cell type contributing the most total cell area after synthesis | ha_1 |
| Unrepaired setup endpoints after global routing | yes |
| Gate count after technology mapping | 120 |
| Required time of the critical path | 1510 ps |
| Maximum net fanout on the critical path | 2 |
| Drt drc | 0 |
| Clk ins delay skew pair | 230 ps |
| Cell type group with the largest total delay on the critical path | simple AND/OR/NAND/NOR gates |
| Total routing usage reported by global routing | 6.11% |
| Critical path cell sequence | buf_6, or4_4, o21ai_4, xnor2_2, ha_1, nand2_2, nor2_2, a211oi_4, nand2_1, a22o_1 |
| Crit path from | hdr_current_value[3] |
| Area contributors post-synth | ha_1, dfrtp_1, inv_1 |
| Total design power | 1490 uW |
| Part of the power in registers | 24.5% |
| Floorplan die width | 91 microns |
| Fraction of power spent switching nets | 35.2% |
| Number of synthesized flops with an enable pin | 0 |
| Async set-reset flop share out of synthesis | 100% |
| Count of standard-cell rows | 25 |
| Endpoint arrival time on the critical path | 2130 ps |
| End of the worst register-to-register path | current_state[1]$_DFF_PN0_ |
| Number of warnings the tools reported | 28 |
| Iteration count of the initial detailed-routing pass | 4 |
| Power share of the combinational group | 56.2% |
| Antenna violations before repair | 0 |
| Total global routing overflow | 0 |
| Starting density of the core | 20.7% |
| Violations in the final reports | setup timing |
| Max Clk Rate | 497 MHz |
| CTS sink cnt | 8 |
| Dpl hpwl | 2200 microns |
| Int Pwr | 964 uW |
| Post-synthesis chip area from yosys | 997 sq um |
| Highest-count cells in the layout ignoring fill and taps | clkdlybuf4s50_1, inv_1, buf_4 |
| Kind of start point of the critical path | primary input |
| Worst reg2reg startpoint | timeout_current_value[1]$_DFFE_PN0P_ |
| Endpoint kind of the worst setup timing path | register |
| Buffer type at the clock tree root | clkbuf_8 |
| Die Y | 91 microns |
| Clock H-tree levels | 1 |
| Number of violations reported at the end of detailed-routing iteration 0 | 19 |
| Register share after synthesis | 20.2% |
| Hold violation total from the final report | 0 |
| Buffer and inverter count on the worst path | 1 |
| Crit path time final | 2010 ps |
| Clock tree from TritonCTS | built |
| Global-route wire length before repair | 4400 microns |
| Setup-violating endpoint count in the final report | 3 |
| R2R depth | 3 |
| Maximum cell stage delay along the critical path | 570 ps |
| Relative slew margins | 75.3% |
| # Max-Cap Violations | 0 |
| Yosys warns | 1 |
| WL per Instance | 11.0 microns |
| Via count | 994 |
| Pin count of the biggest net entering global routing | 9 |
| Overall routed net length | 2670 microns |
| Final ANT Viol Nets | 0 |
| Post-synthesis cell count from yosys | 120 |
| Total die size | 8280 sq um |
| Switching power of the nets | 523 uW |
| Bufs on Longest Clock Path | 2 |
| Top-area cell type share of the netlist area | 23.8% |
| Clock share of power | 19.3% |
| Average size of a mapped cell | 8.31 sq um |
| Cell with the biggest individual delay on the critical path | or4_4 |
| Fraction of the cycle the final worst path needs | 144% |
| Unique cell types | 36 |
| Via density per instance | 4.07 |
| Core footprint | 4820 sq um |
| Number of top-level pins | 35 |
| Transition time at the pin with the least slew margin | 369 ps |
| Post-synthesis sequential element count | 8 |
| Final worst setup slack | -612 ps |
| Category of the most critical setup path | primary input to register |
| Hold_buf cts | 0 |
| Worst min path class | primary input to async pin |
| Fraction of final layout cells with drive strength greater than 1 | 39.5% |
| Worst setup path endpoint | current_state[2]$_DFF_PN0_ |
| LEAKAGE | 0.000860 uW |
| Count of final max-slew check failures | 0 |
| Worst reg2reg setup slack | 130 ps |
| Commonest flop | dfrtp_1 |
| Total of buffers placed on input and output ports | 34 |
| Count of antenna diodes in the layout | 0 |
| Final worst clock skew | 2.47 ps |
| Clock Pin Slew Worst Setup and Hold Paths | 40 ps |
| Number of buffers created by CTS | 3 |
| Outcome | complete, but fails checks |
| Most used logic cell in the final layout | clkdlybuf4s50_1 |
==> kinds of logic (layout without fill, tap and decap cells) <==
group | count (synthesis) | in the layout | synth area share, %
compound gates | 31 | 31 | 23.0
flops | 8 | 8 | 20.2
fa+ha+maj | 19 | 19 | 23.8
buf+inv | 22 | 79 | 8.28
simple gates | 33 | 33 | 18.6
xor+xnor | 7 | 7 | 6.15
==> synth_stat cells, types with 2 or more instances <==
cell and n:
o21ai_0 6, a22o_1 2, dfrtp_1 7, a211oi_1 2, nor2_1 4, o21ai_1 2
inv_1 21, a21oi_1 7, nand2b_1 2, nand3_1 4, a21boi_1 2, ha_1 19
nor3_1 2, xnor2_1 7, nand2_1 12
==> sequential cells by signal, indices dropped and copies added (netlist names) <==
register	count
timeout_current_value	5
current_state	3
==> cell type report <==
cell class	count	area, sq um
clock buffers	4	45.0
flip-flops and latches	8	201
fillers	486	2950
well taps	67	83.8
inverters	21	81.3
multi-input cells	90	963
repair buffers	54	490
==> what timing repair did <==
action | CTS | global route
pin swaps | 29 | 20
resized | 48 | 28
buffers inserted | 8 | 1
endpoints found under the setup margin | 4 | 6
==> metrics by stage <==
stage               TNS [ps]  hold WS, ps  cells  area, sq um  setup WS, ps
CTS                    -2180          340    244         1740          -757
detailed placement     -3760          519    232         1540         -1300
floorplan              -1850        -15.6    120         1020          -667
global placement       -3660          513    232         1540         -1270
finish                 -1790          336    244         1870          -612
global route           -2030          345    244         1870          -684
==> routing by layer <==
metal,part of all wire [%],global-route usage (%),vias up
met5,0,0,-
met4,0.19,0.653,0
met3,4.9,1.66,2
met2,48,10.1,25
met1,47,8.06,433
li1,-,-,534
==> power groups by stage <==
| stage | logic, uW | clock network, uW | registers, uW |
|---|---|---|---|
| final | 835 | 288 | 364 |
| after global routing | 934 | 309 | 373 |
| after CTS | 752 | 298 | 358 |
==> how the worst min path moves through the flow <==
| stage | slack (ps) | startpoint | end | cells after the start |
|---|---|---|---|---|
| after CTS | 340 | reset | timeout_current_value[1]$_DFFE_PN0P_ | 1 |
| after global routing | 340 | reset | timeout_current_value[1]$_DFFE_PN0P_ | 1 |
| final | 340 | reset | timeout_current_value[1]$_DFFE_PN0P_ | 1 |
Power and IR drop assume default switching activity.
